$ cat ./design.v
module mcasp_slaver(
					input clk,                 
					input rst,
					input dr,                  
					input fsx,
					input clkx,
					input transform_en,		   
					output reg rx_ready,
					output reg [31:0] rx_data_out, 
					output reg [11:0] data_cnt,
					output reg read_fh_num_en,     
					output fsx_risingedge
);
reg[2:0] fsx_r; 
always@(posedge clk or posedge rst)
	begin
		if(rst)
			begin
				fsx_r <= 3'b000;			
			end
		else
			begin
				fsx_r <={fsx_r[1:0],fsx};  
			end
	end
assign  fsx_risingedge  =  (fsx_r==3'b110); 
reg[5:0] clkx_r; 
always@(posedge clk or posedge rst)
	begin
		if(rst)
			begin
				clkx_r <= 6'd0;			
			end
		else
			begin
				clkx_r <={clkx_r[4:0],clkx};  
			end
	end
(*keep*) wire clkx_risingedge  =  (clkx_r[5:4]==2'b01);  	   
wire clkx_fallingedge =  (clkx_r[5:4]==2'b10);      
parameter rx_idle = 3'b001;
parameter rx_data = 3'b010;
parameter rx_end  = 3'b100;
reg[2:0] rx_state;
reg[7:0] rx_cnt;       
always@(posedge clk or posedge rst)
	begin
		if(rst)
			begin
				rx_state <= rx_idle;
				rx_cnt <= 8'd31;
				rx_ready <= 1'b0;
				data_cnt <= 12'd0;
				read_fh_num_en <= 1'b0;
			end
		else
			begin
				case(rx_state)
		rx_idle:
				begin
					if(transform_en)
						begin
							read_fh_num_en <= 1'b0;
							if(fsx_risingedge)
								rx_state <= rx_data;
							else
								rx_state <= rx_idle;
						end
					else
						begin
							rx_state <= rx_idle;
							read_fh_num_en <= 1'b1;
						end
				end
		rx_data:
				begin
				if(transform_en)
					if(clkx_risingedge)   
						begin
							if(rx_cnt == 8'd0)
								begin
									if(data_cnt == 12'd720) 
										begin
											read_fh_num_en <= 1'b1;  
											rx_state <= rx_end;		 
											data_cnt <= 12'd0;
										end
									else
										begin
											rx_state <= rx_data;									
											data_cnt <= data_cnt + 12'd1;
										end
									rx_ready <= 1'b1;
									rx_cnt <= 8'd31;
								end
							else
								begin
									rx_cnt <= rx_cnt - 8'd1;
									rx_state <= rx_data;
									rx_ready <= 1'b0;
								end
						end
				if(!transform_en)
					begin
						rx_state <= rx_idle;
					end
			end	
		rx_end:
				begin
					read_fh_num_en <= 1'b1;
					rx_state <= rx_idle;
					rx_ready <= 1'b0;
				end
		default:
				begin
				    read_fh_num_en <= 1'b0;
					rx_state <= rx_idle;
					rx_ready <= 1'b0;
				end
				endcase			
			end	
	end
reg[31:0] rx_data_reg; 
always @(posedge clk or posedge rst)
begin
    if(rst)
        begin 
        rx_data_reg <= 32'd0; 
        rx_data_out <= 32'd0;
        end
    else
        begin
        case(rx_state)
        rx_data:
            begin
			if(clkx_risingedge)
				begin
				rx_data_reg[rx_cnt] <= dr;
					if(rx_cnt == 8'd31)
						rx_data_out	<= rx_data_reg;
					else
						rx_data_out <= rx_data_out;
					end
				end
        default:
            begin
            rx_data_reg <= 32'd0;
			rx_data_out <= rx_data_out;
            end
        endcase
        end
end
endmodule 
$ cat ./run.sh
#!/bin/bash
# OpenROAD 26Q1-2900-gdf79404cd8, Yosys 0.63+post, stock flow scripts
make -C /OpenROAD-flow-scripts/flow DESIGN_CONFIG=/design/flow/config.mk WORK_HOME=/design/flow/orfs finish
$ cat ./config.mk
export PLATFORM = sky130hd
export DESIGN_NAME = mcasp_slaver
export DESIGN_NICKNAME = mcasp_slaver
export VERILOG_FILES = /design/flow/design.v
export SDC_FILE = /design/flow/constraint.sdc
export NUM_CORES = 4
export LEC_CHECK = 1
export CORE_UTILIZATION = 40
$ cat ./constraint.sdc
current_design mcasp_slaver

set clk_period 5.9
set clk_io_pct 0.2

create_clock -name clk0 -period $clk_period [get_ports {clk}]

set non_clock_inputs [all_inputs -no_clocks]
set_input_delay [expr $clk_period * $clk_io_pct] -clock clk0 $non_clock_inputs
set_output_delay [expr $clk_period * $clk_io_pct] -clock clk0 [all_outputs]
==> results_dict.tcl <==
# place-and-route summary
set metrics [dict create \
    fin_area_um2 5520 \
    ys_cells 404 \
    finalClockPeriodUsage_pct 52.7 \
    ys_seq_share_pct 53.8 \
    slew_headroom_pct 42.9 \
    cts_buffer_depth 2 \
    gp_congestion 0.818 \
    cts_resized 0 \
    n_antenna_cell 0 \
    post_cts_buffers 0 \
    place_area_um2 5180 \
    tritoncts "built" \
    fillers 949 \
    root_buffer "clkbuf_16" \
    firstDrtPassIters 4 \
    synthArstFlopShare_pct 100 \
    period_needed_ns 3.11 \
    antenna_left 0 \
    portBuffers 52 \
    ys.warnings.count 1 \
    path_clk_slew_ns 0.07 \
    yosysUniqueCellTypes 59 \
    fmax_ghz 0.321 \
    hp-class "flop to flop" \
    power_density_nw_per_um2 320 \
    rsz0062_at_grt "no" \
    avgSynthCellArea_um2 11.3 \
    dr_total_vias 3151 \
    drive_gt1_share_pct 16.0 \
    clock_sinks 98 \
    warnings 28 \
    grt_pass1_wl_um 15400 \
    grt_antenna_before_repair 0 \
    syn2layout_area_growth_pct 20.8 \
    grt_use_total_pct 17.2 \
    slowest_delay_ns 0.54 \
    synth-edff-count 0 \
    cp_top_family "simple AND/OR/NAND/NOR gates" \
    p_leak_nw 2.34 \
    core-area_um2 11000 \
    dieWidth_um 109 \
    ys.flop_type "dfrtp_1" \
    worstPathArrival_ns 3.34 \
    tightestPinTransition_ns 0.854 \
    core.rowCount 38 \
    drt_first_iter_violations 118 \
    synthesis.instances 404 \
    io_pins 53 \
    clock_latency_ns 0.34 \
    crit_required_ns 6.13 \
    synth_area_um2 4570 \
    ys_area_um2 4570 \
    wl_um 9210 \
    hold_viol_final 0 \
    cp-start-kind "primary input" \
    maxCapViolCount 0 \
    ctsHoldBuffers 0 \
    worst_ir_drop_vdd_v 0.000161 \
    ys_ff 98 \
    crit_chain "clkdlybuf4s50_1, and4b_1, nand4_2, or2_0, o41ai_1" \
    grt_overflow 0 \
    die_area_um2 11900 \
    status "complete, no violations" \
    die_y_um 109 \
    drc 0 \
    setup_viol 0 \
    cts_inserted_buffers 9 \
    cp_slowest_cell "clkdlybuf4s50_1" \
    vias_per_cell 5.35 \
    hpwl_um 5890 \
    cts-htree-levels 3 \
    grt_pass1_vias 3009 \
    crit_type "primary input to flop" \
    fp_util_pct 41.6 \
    critical_path.max_fanout 15 \
    cp_num_buf_inv 1 \
    drv_slew 0 \
    rrSetupSlack_ns 2.96 \
    clock_skew_ns 0.00892 \
    grt_max_degree 55 \
    critPathCaptureType "flop" \
    finalSetupTns_ns 0 \
    drt-wirelength-per-cell_um 15.6 \
]
[report_power, final]
| part | internal (mW) | total (mW) | switching (mW) |
|---|---|---|---|
| sequential | 0.701 | 0.750 | 0.0497 |
| clock | 0.416 | 0.668 | 0.252 |
| combinational | 0.105 | 0.349 | 0.244 |
[path summary, 6_finish.rpt]
| kind | startpoint | endpoint | cells after the start |
|---|---|---|---|
| setup / recovery | transform_en | data_cnt[6] | 5 |
| hold / removal | clkx_r[3] | clkx_r[4] | 0 |
| setup reg to reg | rx_cnt[0] | rx_data_reg[10] | 7 |
| hold reg to reg | clkx_r[3] | clkx_r[4] | 0 |
| max in group asynchronous | rst | rx_data_out[16] | 3 |
| min in group asynchronous | rst | clkx_r[2] | 2 |
[routing by layer]
layer  part of all wire (%)  track usage (%)  up-vias
met1                     53             31.0     1546
met5                      0                0        -
met4                    1.1             1.64        0
met2                     43             23.5       52
met3                    3.0             2.32        9
li1                       -                -     1544
[synthesized netlist by cell type (6+ instances only)]
master	count	area, µm²
dfrtp_1	92	2300
nand2_1	46	173
mux2_2	32	360
mux2i_1	28	280
nor4_1	21	131
clkbuf_1	20	75.1
nor2_1	19	71.3
nand3_1	12	60.1
o21ai_0	11	55.1
o31ai_1	8	60.1
inv_1	7	26.3
nor3_1	7	35.0
dfstp_2	6	158
o211ai_1	6	45.0
xnor2_1	6	52.6
[cells by family (layout without fill, tap and decap cells)]
logic type	count (synthesis)	count (layout)	synth area share [%]
simple gates	146	146	17.5
flops	98	98	53.8
mux	60	60	14.0
compound gates	49	49	7.55
buf+inv	35	80	3.50
xor+xnor	11	11	2.27
fa+ha+maj	5	5	1.37
[final cells by class]
type,count,area [µm²],area share (%)
Sequential cell,98,2460,44.6
Clock buffer,10,229,4.15
Multi-Input combinational cell,271,1960,35.4
Tap cell,140,175,3.17
Inverter,7,28.8,0.521
Clock inverter,6,114,2.06
Timing Repair Buffer,57,558,10.1
[cells in the final DEF (no fill, tap or decap), drive strengths merged, types with 7 or more instances in the layout]
master          n
dfrtp          92
clkdlybuf4s50  52
nand2          46
mux2           32
mux2i          28
nor4           22
nor2           19
nand3          13
o21ai          11
clkbuf         10
o31ai           8
inv             8
nor3            8
xnor2           7
[metrics by stage]
step	util, %	hold WS (ns)	setup slack [ns]	cells	power, mW
floorplan	-	0.331	2.17	404	1.03
global placement	47.2	0.337	2.56	573	1.11
global route	50.3	0.356	2.62	589	1.86
finish	50.3	0.349	2.79	589	1.77
detailed placement	47.2	0.336	2.49	573	1.11
CTS	50.3	0.354	2.82	589	1.79
No activity file was given, so power comes from the tool's default toggle rates.
