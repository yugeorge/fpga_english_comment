<file path="flow/design.v">
module SDR_tx_rx_ctr(
					input clk,                                   
					input rst,    			                     
					input [20:0] tod_h,					         
					input [10:0] tod_l,                   
					input TEST_EN,
					output reg tx_rx_switch,					 
					output reg[7:0] read_addr_0,                 
					input read_ram0_en,
					input [31:0] read_data_0,
					input [9:0] data_addr_in,
					input [9:0] freq_addr_in,
					output reg[9:0] data_addr_out,
					output reg[9:0] freq_addr_out,
					output reg [31:0]  Tl_r,                     
					output reg [15:0]  Tr,                        
					output reg PTT,                              
					output reg AD_SHDN,							 
					output reg led1								 
					);
parameter sdr_idle = 3'b001;          
parameter sdr_rx   = 3'b010;          
parameter sdr_tx   = 3'b100;          
reg [2:0] sdr_state;  
reg [31:0] Tx,Tl;                
reg [9:0] Tx_r;
reg [20:0] Tx_begin;             
reg [20:0] Tx_end;               
always@(posedge clk or posedge rst)
begin
	if(rst)
		begin
			read_addr_0 <= 8'd0;
		end
	else
		begin
			if(read_ram0_en)
				begin
					read_addr_0 <= read_addr_0 + 8'd1;
					if(read_addr_0 == 8'd10)
						begin
							read_addr_0 <= read_addr_0;
						end
				end
			else
				begin
					read_addr_0 <= 8'd0;
				end
		end
end
always@(posedge clk or posedge rst)
begin
	if(rst)
		begin
			Tx <= 32'd0;
			Tl <= 32'd0;
		end
	else
		begin
			if(TEST_EN)
				begin
					Tl <= 32'hFFFF0380;    
					Tx <= 32'h03800000;
				end
			else
				begin
					if(read_ram0_en)
						begin
							case(read_addr_0)
						9'd2:  Tl <= read_data_0;                        
						9'd5:  Tx <= read_data_0;		    
							endcase
						end
					else
						begin
							Tx <= Tx;
							Tl <= Tl;
						end
				end
		end
end
always@(posedge clk or posedge rst)
	begin
		if(rst)
			begin
				sdr_state <= sdr_idle;
				Tx_r <= 10'd0;
				Tl_r <= 32'd0;
				Tr   <= 16'd0;
				Tx_begin <= 21'd0;
				Tx_end <= 21'd0;				
			end
		else
			begin
				if((tod_h == 21'd975) && (tod_l == 11'd0))               
				    begin
					    Tx_r <= Tx[9:0];
						Tl_r <= Tl;
						Tr   <= Tx[31:16];
						if (Tx[9:0] == 10'd0)                                 
						    Tx_begin <= 21'd976;
						else
						    Tx_begin <= Tx[9:0] - 21'd1; 
						Tx_end <= Tx[9:0] + Tl[9:0];                     
					end
				else
				    begin 
					    Tx_r <= Tx_r;
						Tl_r <= Tl_r;
						Tr   <= Tr;
						Tx_begin <= Tx_begin;
						Tx_end <= Tx_end;
					end
				case(sdr_state)
			sdr_idle:
				begin
					if(Tl_r[31:16] == 16'hffff)       
						begin
							if(Tl_r[15:0] == 16'h0)  
								begin
									sdr_state <= sdr_rx;
								end
							else
								begin
									if((tod_h == 21'd976) && (tod_l < 11'd449))           
										begin
											sdr_state <= sdr_idle;         
										end
									else
										begin
											sdr_state <= sdr_tx;			 
										end
								end
						end
					else
						begin
							sdr_state <= sdr_idle;
						end				
				end
			sdr_rx:
				begin
					if(Tl_r[15:0] == 16'h0)			                           
						begin	
							sdr_state <= sdr_state;
                        end
					else
						if((tod_h == Tx_begin) && (tod_l == 11'd0))           
						    begin
							    sdr_state <= sdr_tx;
						    end
					    else
						    begin
							    sdr_state <= sdr_state;
						    end
				end
			sdr_tx:
				begin
					if((tod_h == Tx_end) && (tod_l == 11'd0))               
						begin
							sdr_state <= sdr_rx;
						end
					else
						begin
							sdr_state <= sdr_state;	
						end
				end
			default:
				begin
					sdr_state <= sdr_idle;	
				end
				endcase
			end
	end
always@(posedge clk or posedge rst)
	begin
		if(rst)
			begin
			    tx_rx_switch <= 1'b0;
				PTT <= 1'b0;
                AD_SHDN <= 1'b0;
				data_addr_out <= 10'd0;			
                freq_addr_out <= 10'd0;				
			end
		else 
			begin
			case(sdr_state)
		sdr_idle:
					begin
			            tx_rx_switch <= 1'b0;
				        PTT <= 1'b0;
                        AD_SHDN <= 1'b0;
				        data_addr_out <= data_addr_in;			
                        freq_addr_out <= freq_addr_in;							    
					end
		sdr_rx:		
					begin
			            tx_rx_switch <= 1'b0;
				        PTT <= 1'b0;
                        AD_SHDN <= 1'b0;
				        data_addr_out <= data_addr_in;			
                        freq_addr_out <= freq_addr_in;							
					end
		sdr_tx:
					begin
			            tx_rx_switch <= 1'b1;
				        PTT <= 1'b1;
                        AD_SHDN <= 1'b0;
				        data_addr_out <= data_addr_in - Tx_r;			
                        freq_addr_out <= freq_addr_in - Tx_r;							
					end
			endcase
			end
	end
reg [25:0] led_cnt;									 
always@(posedge clk or posedge rst)
	begin
		if(rst)
			begin
				led1 <= 1'b1;
				led_cnt <= 26'd0;
			end
		else 
			begin
			case(sdr_state)
		sdr_idle:
					begin
					if(led_cnt == 26'd20000000)
						begin
							led_cnt <= 26'd0;
							led1 <= ~led1;
						end
					else
						begin
							led_cnt <= led_cnt +26'd1;
						end
					end
		sdr_rx:		
					begin
						led_cnt <= 26'd0;
						led1 <= 1'b1;
					end
		sdr_tx:
					begin
						led_cnt <= 26'd0;
						led1 <= 1'b0;
					end
			endcase
			end
	end
endmodule 
</file>
<file path="flow/run.sh">
#!/bin/bash
# OpenROAD 26Q1-2900-gdf79404cd8, Yosys 0.63+post, stock flow scripts
make -C /OpenROAD-flow-scripts/flow DESIGN_CONFIG=/design/flow/config.mk WORK_HOME=/design/flow/orfs finish
</file>
<file path="flow/config.mk">
export PLATFORM = sky130hd
export DESIGN_NAME = SDR_tx_rx_ctr
export DESIGN_NICKNAME = SDR_tx_rx_ctr
export VERILOG_FILES = /design/flow/design.v
export SDC_FILE = /design/flow/constraint.sdc
export NUM_CORES = 4
export LEC_CHECK = 1
export CORE_UTILIZATION = 50
</file>
<file path="flow/constraint.sdc">
current_design SDR_tx_rx_ctr

set clk_period 7.3
set clk_io_pct 0.2

create_clock -name clk0 -period $clk_period [get_ports {clk}]

set non_clock_inputs [all_inputs -no_clocks]
set_input_delay [expr $clk_period * $clk_io_pct] -clock clk0 $non_clock_inputs
set_output_delay [expr $clk_period * $clk_io_pct] -clock clk0 [all_outputs]
</file>
==> run_summary.xml <==
<?xml version="1.0" encoding="UTF-8"?>
<metrics>
  <group name="clock_network">
    <metric name="cts_made_buffers" unit="">17</metric>
    <metric name="count_of_instances_resized_after_the_clock_tree_is_built" unit="">0</metric>
    <metric name="cts.sink_count" unit="">197</metric>
    <metric name="clock_insertion_delay_at_the_later_pin_of_the_skew_report" unit="ns">0.43</metric>
    <metric name="cts_htree_levels" unit="">4</metric>
    <metric name="clk_pin_slew" unit="ns">0.08</metric>
    <metric name="total_of_hold_buffers_inserted_after_clock_tree_synthesis" unit="">0</metric>
    <metric name="clock_tree.root_cell" unit="">sky130_fd_sc_hd__clkbuf_16</metric>
    <metric name="postCtsSetupBuffers" unit="">0</metric>
    <metric name="cts_tree" unit="">done</metric>
    <metric name="clock_tree.buffer_depth" unit="">2</metric>
  </group>
  <group name="critical_path">
    <metric name="critical_path.max_fanout" unit="">55</metric>
    <metric name="cp-start-kind" unit="">input port</metric>
    <metric name="crit_type" unit="">input port to flip-flop</metric>
    <metric name="worstSetupStartpoint" unit="">tod_h[14]</metric>
    <metric name="regToRegSetupSlack" unit="ns">4.66</metric>
    <metric name="worst_setup_path_endpoint" unit="">Tx_begin[3]</metric>
    <metric name="worst_r2r_startpoint" unit="">Tx[1]</metric>
    <metric name="end_kind" unit="">flip-flop</metric>
    <metric name="reg2reg_depth" unit="">8</metric>
    <metric name="cp.arrival" unit="ns">4.41</metric>
    <metric name="critPathRequiredTime" unit="ns">7.67</metric>
    <metric name="timing.rr.end" unit="">Tx_begin[7]</metric>
  </group>
  <group name="pwr">
    <metric name="power.density" unit="mW/mm²">178</metric>
    <metric name="vdd_ir_drop_max" unit="µV">141</metric>
    <metric name="power.total" unit="mW">2.20</metric>
    <metric name="static-leakage-power" unit="nW">5.63</metric>
  </group>
  <group name="placed_design">
    <metric name="final_weighted_congestion_in_routability_driven_placement" unit="">0.881</metric>
    <metric name="port-buffer-count" unit="">166</metric>
    <metric name="detailedPlacementHpwl" unit="mm">16.1</metric>
    <metric name="pre_cts_ws" unit="ns">2.82</metric>
  </group>
  <group name="cells_and_area">
    <metric name="drive_above_1_share" unit="">0.0442</metric>
    <metric name="fillers" unit="">1638</metric>
    <metric name="area.growth.synth_to_final" unit="%">24.5</metric>
  </group>
  <group name="synthesis">
    <metric name="number_of_synthesized_flops_with_an_enable_pin" unit="">0</metric>
    <metric name="most_common_cell" unit="">sky130_fd_sc_hd__nand2_1</metric>
    <metric name="ys_sh_aoi" unit="">0.102</metric>
    <metric name="yosysUniqueCellTypes" unit="">59</metric>
    <metric name="simple_gate_area_share" unit="">0.245</metric>
    <metric name="xor_area_frac" unit="">0.0643</metric>
    <metric name="synth.mux.area_fraction" unit="">0.0113</metric>
    <metric name="synthesis.area_per_instance" unit="µm²">8.96</metric>
    <metric name="top_cells_by_count" unit="">sky130_fd_sc_hd__nand2_1 (339), sky130_fd_sc_hd__dfrtp_1 (195), sky130_fd_sc_hd__a21oi_1 (68)</metric>
    <metric name="yosys.stat.chipArea" unit="mm²">0.00995</metric>
    <metric name="ys_sh_adder" unit="">0.0488</metric>
    <metric name="async_set_or_reset_flop_fraction_in_the_synthesized_netlist" unit="">1.00</metric>
    <metric name="synthTopCellsByArea" unit="">sky130_fd_sc_hd__dfrtp_1 (49%), sky130_fd_sc_hd__nand2_1 (13%), sky130_fd_sc_hd__ha_1 (4.3%)</metric>
    <metric name="synth_area_leader_cell" unit="">sky130_fd_sc_hd__dfrtp_1</metric>
    <metric name="ys_warn_count" unit="">1</metric>
    <metric name="syn_inst" unit="">1110</metric>
    <metric name="top_cell_area_share" unit="">0.491</metric>
    <metric name="ys_seq_frac" unit="">0.496</metric>
    <metric name="synth_flop_count" unit="">197</metric>
    <metric name="postSynth.topFlopCell" unit="">sky130_fd_sc_hd__dfrtp_1</metric>
    <metric name="post_synth_instance_area" unit="mm²">0.00995</metric>
    <metric name="topCombFamilyByArea" unit="">simple AND/OR/NAND/NOR gates</metric>
    <metric name="ys_cells" unit="">1110</metric>
  </group>
  <group name="floorplanning">
    <metric name="fp_util" unit="">0.511</metric>
    <metric name="chip_area" unit="mm²">0.0205</metric>
    <metric name="fp.dieH" unit="µm">143</metric>
    <metric name="io_pins" unit="">168</metric>
    <metric name="fp.dieW" unit="µm">143</metric>
    <metric name="rows" unit="">51</metric>
    <metric name="core_region_area" unit="mm²">0.0195</metric>
  </group>
  <group name="sta">
    <metric name="rsz0062_at_grt" unit="">false</metric>
    <metric name="final_slew_viol_count" unit="">0</metric>
    <metric name="hold_viol" unit="">0</metric>
    <metric name="setup_skew_after_layout" unit="ns">0.0148</metric>
    <metric name="maxClockFrequency" unit="MHz">247</metric>
    <metric name="timing.max_slew.rel_slack" unit="">0.425</metric>
    <metric name="finalWorstSetupSlack" unit="ns">3.26</metric>
    <metric name="setup-violations-final" unit="">0</metric>
    <metric name="worstMarginPinSlew" unit="ns">0.855</metric>
    <metric name="tns" unit="ns">0</metric>
    <metric name="finalCritPeriodShare" unit="">0.554</metric>
    <metric name="period_minus_slack" unit="ns">4.04</metric>
  </group>
  <group name="route">
    <metric name="drc_errors" unit="">0</metric>
    <metric name="post_drt_antenna_nets" unit="">0</metric>
    <metric name="detail_route.antenna_diodes" unit="">0</metric>
    <metric name="wirelength" unit="mm">22.9</metric>
    <metric name="detailedRoute.firstIterationViolations" unit="">439</metric>
    <metric name="post_drt_via_cell_ratio" unit="">5.20</metric>
    <metric name="route.detailed.wl_per_inst" unit="µm">15.0</metric>
    <metric name="vias" unit="">7968</metric>
    <metric name="dr.pass1.iters" unit="">4</metric>
  </group>
  <group name="global_routing">
    <metric name="largest_net_degree_at_the_start_of_global_routing" unit="">102</metric>
    <metric name="first_global_vias" unit="">7727</metric>
    <metric name="grt_ovf" unit="">0</metric>
    <metric name="grt_first_pass_wirelength" unit="mm">38.7</metric>
    <metric name="grt_antenna_before_repair" unit="">1</metric>
    <metric name="track_usage" unit="">0.249</metric>
  </group>
  <group name="status">
    <metric name="status" unit="">complete, no violations</metric>
  </group>
  <group name="worst_hold_path">
    <metric name="timing.hold.worst.class" unit="">flip-flop to flip-flop</metric>
  </group>
  <group name="job">
    <metric name="cap_violations" unit="">0</metric>
    <metric name="tool_warnings" unit="">31</metric>
  </group>
</metrics>
stage by stage:
step / cell area, µm² / std cells / util / hold WS [ns]
detailed placement: 11800 / 1499 / 0.606 / 0.450
floorplan: 9950 / 1110 / - / 0.421
CTS: 12400 / 1531 / 0.636 / 0.466
finish: 12400 / 1531 / 0.636 / 0.462
global route: 12400 / 1531 / 0.636 / 0.493
global placement: 11800 / 1499 / 0.606 / 0.448
cells by family after synthesis:
family                     Yosys count
DFF                                197
adders and majority gates           37
xor gates and xnor gates            73
AOI/OAI and AO/OA                  173
and+or+nand+nor                    540
muxes                               11
other                                1
buffers and inverters               78
cells in the final DEF (no fill, tap or decap), types with 3 or more instances in the layout:
cell | synthesis | routed
sky130_fd_sc_hd__nand2_1 | 339 | 339
sky130_fd_sc_hd__dfrtp_1 | 195 | 195
sky130_fd_sc_hd__clkdlybuf4s50_1 | 0 | 165
sky130_fd_sc_hd__a21oi_1 | 68 | 68
sky130_fd_sc_hd__o21ai_0 | 55 | 55
sky130_fd_sc_hd__nor2_1 | 50 | 50
sky130_fd_sc_hd__xor2_1 | 41 | 41
sky130_fd_sc_hd__ha_1 | 34 | 34
sky130_fd_sc_hd__xnor2_1 | 32 | 32
sky130_fd_sc_hd__nand3_1 | 24 | 24
sky130_fd_sc_hd__inv_1 | 25 | 24
sky130_fd_sc_hd__nand4_1 | 23 | 23
sky130_fd_sc_hd__nand3b_1 | 22 | 22
sky130_fd_sc_hd__nor4_1 | 20 | 20
sky130_fd_sc_hd__clkbuf_16 | 0 | 17
sky130_fd_sc_hd__and2_1 | 12 | 12
sky130_fd_sc_hd__nor3_1 | 13 | 12
sky130_fd_sc_hd__a21o_1 | 12 | 12
sky130_fd_sc_hd__buf_4 | 2 | 11
sky130_fd_sc_hd__mux2i_1 | 9 | 9
sky130_fd_sc_hd__or3_1 | 7 | 7
sky130_fd_sc_hd__o31ai_1 | 7 | 7
sky130_fd_sc_hd__and4_1 | 5 | 5
sky130_fd_sc_hd__a31oi_1 | 5 | 5
sky130_fd_sc_hd__nand2b_1 | 5 | 5
sky130_fd_sc_hd__and3_1 | 4 | 4
sky130_fd_sc_hd__inv_8 | 0 | 4
sky130_fd_sc_hd__o41ai_1 | 3 | 3
sky130_fd_sc_hd__nor2b_1 | 3 | 3
sky130_fd_sc_hd__a211oi_1 | 3 | 3
sky130_fd_sc_hd__a22oi_1 | 3 | 3
sky130_fd_sc_hd__fa_1 | 3 | 3
sky130_fd_sc_hd__clkinv_8 | 0 | 3
sky130_fd_sc_hd__clkinvlp_4 | 0 | 3
power breakdown:
part           internal (mW)  switching, mW
Combinational         0.0912         0.0826
Sequential              1.11         0.0127
Clock                  0.464          0.440
Total                   1.66          0.535
critical path: stages:
cell and delay [ns]:
sky130_fd_sc_hd__clkdlybuf4s50_1 0.43, sky130_fd_sc_hd__nor4_1 0.31, sky130_fd_sc_hd__nand3_1 0.17, sky130_fd_sc_hd__or4_4 0.53
sky130_fd_sc_hd__or4_4 0.73, sky130_fd_sc_hd__buf_4 0.38, sky130_fd_sc_hd__a211oi_2 0.26, sky130_fd_sc_hd__a21o_1 0.10
sequential cells by signal, summed over array words and instances (netlist names), 8 cells and up:
name	count
Tl_r	32
Tr	16
read_addr_0	8
Tx_end	11
led_cnt	26
freq_addr_out	10
Tx_begin	11
Tx	26
Tx_r	10
data_addr_out	10
Tl	32
routing by layer:
layer  track usage  part of all wire
met1         0.391              0.46
met4        0.0334             0.013
met5             0                 0
met3        0.0526             0.059
met2         0.382              0.46
worst min-delay path by stage:
stage | cells past startpoint | endpoint | slack, ns | startpoint
after CTS | 2 | Tl_r[27] | 0.47 | Tl[27]
after global routing | 2 | Tl_r[21] | 0.49 | Tl[21]
final | 2 | Tl_r[27] | 0.46 | Tl[27]
layout make-up:
class | instances | area (µm²) | area share
Timing Repair Buffer | 177 | 1740 | 0.140
Inverter | 25 | 101 | 0.00818
Clock buffer | 19 | 443 | 0.0358
Sequential cell | 197 | 4930 | 0.398
Multi-Input combinational cell | 835 | 4700 | 0.379
Clock inverter | 13 | 140 | 0.0113
Tap cell | 265 | 332 | 0.0268
Power and IR drop assume default switching activity.
