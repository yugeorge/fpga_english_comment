## flow/design.v

```verilog
module mcasp_master(
					input clkr,
					input clkx,                   
					input rst,                    
					output reg [31:0] rx_data_out,   
					input [31:0] tx_data_in,      
					input  dr,                    
					output reg dx,                
					output reg fsx,               
					output reg fsr,				  
					output reg rx_ready,         
					output reg tx_ready,		 
					input transform_en,          
					input tx_data_en
);
parameter rx_idle   = 2'b00;
parameter rx_data   = 2'b01;
parameter rx_end    = 2'b10;
reg [7:0] rx_cnt;    
reg [1:0] rx_state;  
reg [33:0] rx_data_reg; 
reg dx1;
always@(negedge clkx or posedge rst)
	begin
		if(rst)
			begin
				rx_cnt<=8'd33;
				rx_state<=rx_idle;
				rx_ready <=1'b0;
				fsx <= 1'b0;
			end
		else
			begin
				case(rx_state)
				rx_idle:
						begin
							rx_ready <=1'b0;
							fsx <= 1'b0;
							if(transform_en)
								rx_state <= rx_data;
							else if(!transform_en)
								rx_state <= rx_idle;
						end
				rx_data:
						begin
							if(rx_cnt == 8'd33)
								fsx <= 1'b1;
							else
								fsx <= 1'b0;
							if(rx_cnt == 8'd0)
								begin
								rx_cnt <= 8'd33;
								rx_state <= rx_end;
								rx_ready <= 1'b1;
								end
							else
								begin
								rx_cnt <= rx_cnt - 8'd1;
								rx_state <= rx_data;
								end  
						end
				rx_end:
						begin
							rx_state <= rx_idle;
							rx_ready <= 1'b0;
							fsx <= 1'b0;
						end
				default:
						begin
							fsx <= 1'b0;
							rx_ready<=1'b0;
							rx_state <= rx_idle;
						end
				endcase
			end
	end
always @(posedge clkx or posedge rst)
begin
    if(rst)
        begin 
        rx_data_reg <= 34'd0;  
        rx_data_out <= 32'd0;
        end
    else
        begin
        case(rx_state)
        rx_data:
            begin
			rx_data_reg[rx_cnt] <= dr;
            end
        rx_end:
            begin
			rx_data_out <= rx_data_reg[31:0];
            end
        default:
            begin
            rx_data_reg <= 33'd0;
			rx_data_out <= rx_data_out;
            end
        endcase
        end
end
parameter tx_idle   = 2'b00;
parameter tx_data   = 2'b01;
parameter tx_end    = 2'b11;
parameter tx_delay  = 2'b10;
reg [7:0] tx_cnt;    
reg [1:0] tx_state;  
reg [31:0] tx_data_reg; 
always@(posedge clkr or posedge rst)
	begin
		if(rst)
			begin
				tx_cnt <= 8'd31;
				tx_state <= tx_idle;
				tx_ready <= 1'b0;
			   fsr <= 1'b0;
			end
		else
			begin
			case(tx_state)
			tx_idle:    
				begin
					if(tx_data_en)
						tx_state <= tx_data;
					else
						tx_state <= tx_idle;
					tx_ready <= 1'b0;
					fsr <= 1'b0;
				end
			tx_data:
				begin
					if(tx_cnt == 8'd31)
						fsr <= 1'b1;
					else
						fsr <= 1'b0;
					if(tx_cnt == 8'd0)
						begin
						tx_cnt <= 8'd31;
						tx_state <= tx_end;
						tx_ready <= 1'b1;  
						end
					else
					   begin
							tx_cnt <= tx_cnt - 8'd1;
						   tx_state <= tx_data;
						end              
				end
			tx_end:
				begin
					tx_state <= tx_delay;
					tx_ready <= 1'b0;
				end
			tx_delay:
				begin
					tx_state <= tx_idle;
					tx_ready <= 1'b0;
				end
			default:
				begin
					tx_state <= tx_idle;
				end
        endcase
			end
	end
always@(negedge clkr or posedge rst)
	begin
		if(rst)
			begin
				tx_data_reg <=32'd0;
				dx1 <= 0;    
				dx <= 0;
			end
		else
			begin	
				case(tx_state)
			tx_idle:    
					begin
						tx_data_reg <= tx_data_in;						
					end
			tx_data:
					begin						
						dx1 <= tx_data_reg[tx_cnt];
					end
				endcase
				   dx<=dx1;
			end
	end
endmodule
```

## flow/run.sh

```bash
#!/bin/bash
# OpenROAD 26Q1-2900-gdf79404cd8, Yosys 0.63+post, stock flow scripts
make -C /OpenROAD-flow-scripts/flow DESIGN_CONFIG=/design/flow/config.mk WORK_HOME=/design/flow/orfs finish
```

## flow/config.mk

```make
export PLATFORM = sky130hd
export DESIGN_NAME = mcasp_master
export DESIGN_NICKNAME = mcasp_master
export VERILOG_FILES = /design/flow/design.v
export SDC_FILE = /design/flow/constraint.sdc
export NUM_CORES = 4
export LEC_CHECK = 1
export CORE_UTILIZATION = 50
```

## flow/constraint.sdc

```tcl
current_design mcasp_master

set clk_period 2.1
set clk_io_pct 0.2

create_clock -name clk0 -period $clk_period [get_ports {clkr}]
create_clock -name clk1 -period $clk_period [get_ports {clkx}]

set non_clock_inputs [all_inputs -no_clocks]
set_input_delay [expr $clk_period * $clk_io_pct] -clock clk0 $non_clock_inputs
set_output_delay [expr $clk_period * $clk_io_pct] -clock clk0 [all_outputs]
```

==> ci_impl_report.md <==
## Implementation flow summary

| Metric | Value |
|---|---|
| Core Util at FP | 51.84% |
| CTS Sinks | ~130 |
| Grt ovf | 0 |
| Antenna Nets Post-Route | 0 |
| Final setup violation count | 100 |
| Synth Seq Share | a little under three fifths |
| Max_cap viols | 0 |
| Hpwl dp | 9.579 mm |
| Failing checks | setup timing |
| Chip Area, Yosys | around 5700 um2 |
| CP max stage delay | 400 ps |
| Post-synth EDFFs | 0 |
| Unrepaired setup endpoints after global routing | true |
| Wirelength, routed | between 15 and 20 mm |
| Synth Instances | ~480 |
| Synthesized area | 5669 um2 |
| Clock Power Share | 19.4% |
| First-pass GRT wire length | about 25 mm |
| Total internal power | approximately 0.0083 W |
| GRT Overall Usage | between 20% and 30% |
| Ant diodes | 0 |
| Max-area cell share | 31.78% |
| Pins Over Slew Limit | 0 |
| Drt pass-1 iters | 6 |
| Compound Share, Synth | 12.20% |
| Critical path fanouts, max | 4 |
| Synth Area per Inst | 11.91 um2 |
| Die Wd | approximately 110 um |
| Wirelength per Cell | between 15 and 20 um |
| Mux share of post-synthesis cell area | between 10% and 20% |
| Slew Limit Headroom | between 60% and 70% |
| Finished Core Util | between 70 and 80% |
| Share of cells above drive strength 1 | 40.52% |
| Synthesis Warnings | 1 |
| Core box area | 10,940 um2 |
| Power Dens Cells | between 1000 and 1500 nW/um2 |
| Largest net degree at the start of global routing | between 40 and 50 |
| Crit-path slowest cell | or3_4 |
| CP top delay family | simple AND/OR/NAND/NOR gates |
| Critical Path End Type | register |
| Post-cts hold buffer count | 0 |
| Cell type with the largest total area after synthesis | dfrtp_1 |
| Post-synth ARST share | about 100% |
| Sw frac | around 33% |
| CTS tree | done |
| Vias in the first global route | roughly 4,700 |
| Initial DRC count | around 350 |
| Setup CP Type | register to register |
| Max VDD drop | 0.9670 mV |
| Vias per Instance | 5.749 |
| Crit path DRT | 2360 ps |
| Logic pwr share | 48.8% |
| Port Buf Inserts | 73 |
| Post-route DRC | 0 |
| CP cell instances | or3_4 > o31a_1 > nor2_2 > ha_4 > nor4bb_4 > nor4b_4 > buf_6 > nand3_4 > o21ai_2 |
| Yosys cell count | ~480 |
| Flop pwr share | 31.8% |
| Via count | around 4,500 |
| Synthesis-to-finish area growth | 48.13% |
| Top logic family | multiplexers |
| Gp weighted congestion | 0.9145 |
| Synth Register Bits | about 130 |
| Synthesized-area fraction occupied by adder cells | around 1.5% |
| Reg2Reg Setup Slack | -1540 ps |
| Xor+xnor area frac | 0.1545% |
| Initial antenna violation count | 0 |
| Slew of the pin with the lowest slew margin | about 500 ps |
| Layout Skew | 52.14 ps |
| Synth cell count leaders | dfrtp_1 (72), mux2_2 (64), dfrtn_1 (44) |
| Startpoint Class | register |
| Die Span Y | ~110 um |
| I/O pins | ~75 |
| HP Class | register to register |
| Bufs and invs on worst path | 1 |
| Worst path arrival time | 3900 ps |
| Num rows | 38 |
| Top FF cell, synth | dfrtp_1 |
| Clock transition at the registers of the reported paths | 60 ps |
| Synth cell types | approximately 55 |
| Setup slack after layout | -1537 ps |
| OpenROAD warning count | 37 |
| Leakage dissipation | 3.760 nW |
| Top-count cell post-synth | dfrtp_1 |
| Hold Vio Cnt, Final | 0 |
| Psw | 0.004104 W |
| Cell area leaders | dfrtp_1 (32%), dfrtn_1 (19%), mux2_2 (13%) |
| Die Size | around 12,000 um2 |
| Total power | between 0.01 and 0.015 W |
| Outcome | finished, violations left |
| Simple-gate portion of the synthesized area | ~11% |
metal layers:
metal | share of wire (%) | global-route usage [%] | vias to the layer above | routed length [um]
met1 | 43 | 44.89 | 2289 | 6563
li1 | - | - | 2086 | -
met4 | 1.9 | 4.344 | 0 | 288
met3 | 6.0 | 5.521 | 24 | 910
met2 | 49 | 45.75 | 137 | 7344
met5 | 0 | 0 | - | 0
power groups by stage:
| stage | Sequential, W | Combinational [W] | Clock (W) |
|---|---|---|---|
| CTS | 0.00396 | 0.00590 | 0.00247 |
| global route | 0.00408 | 0.00654 | 0.00258 |
| finish | 0.00396 | 0.00607 | 0.00241 |
path summary, 6_finish.rpt:
check,from,endpoint,cells after the start
max reg2reg,rx_cnt[2]$_DFFE_NP0P_,rx_data_reg[17]$_DFFE_PP0N_,9
min in group asynchronous,rst,tx_state[2]$_DFF_PP0_,3
min,dx1$_DFFE_NP0P_,dx$_DFF_NP0_,0
max in group clk0,tx_cnt[0]$_DFFE_PP1P_,dx1$_DFFE_NP0P_,5
max in group asynchronous,rst,tx_data_reg[9]$_DFFE_NP0P_,3
max,rx_cnt[2]$_DFFE_NP0P_,rx_data_reg[17]$_DFFE_PP0N_,9
min in group clk1,rx_state[0]$_DFF_NP1_,rx_state[0]$_DFF_NP1_,1
min reg2reg,dx1$_DFFE_NP0P_,dx$_DFF_NP0_,0
cell usage in the layout, fill, tap and decap left out, types with 3 or more instances in the layout:
cell and n:
a21oi_1 8, nand2_1 26, buf_6 7, nand2b_1 6
dfrtp_1 72, buf_12 9, mux2i_1 5, buf_8 6
nand3_2 3, nand3_1 6, nand3b_1 4, nor3_1 7
or2_2 3, clkdlybuf4s50_1 70, o21ai_0 10, o22ai_1 4
nand2_4 5, ha_1 5, mux4_2 7, nor4_1 5
nand4_1 3, a21o_1 4, clkinv_2 3, buf_2 3
clkbuf_16 15, o211ai_1 24, mux2_4 63, o21ai_1 15
nand2_2 3, buf_16 3, inv_1 13, dfrtn_1 44
dfstp_2 9, o21ai_2 19, o311ai_0 6, nor2_1 17
buf_4 81
per-stage QoR:
stage | TNS (ps) | instances | area, um2 | setup WS, ps | hold slack, ps
CTS | -63100 | 787 | 8338 | -1452 | 336.0
global route | -69640 | 789 | 8398 | -1698 | 353.1
global placement | -67000 | 738 | 7435 | -1612 | 323.2
floorplan | -98590 | 476 | 6106 | -1715 | 314.4
finish | -62700 | 789 | 8398 | -1537 | 337.7
detailed placement | -68090 | 738 | 7435 | -1673 | 323.6
final cells by class:
type                       instances  area, um2
clock buffer                      18      396.6
clock inverter                     9      73.82
fill                             665       2537
inverter                          14      58.81
multi-input combinational        304       2799
sequential                       125       3139
tap                              140      175.2
timing repair buffer             179       1755
kinds of logic after synthesis:
| family | count (synthesis) |
|---|---|
| buffers and inverters | 47 |
| xor gates and xnor gates | 1 |
| and+or+nand+nor | 112 |
| DFF | 125 |
| AOI/OAI and AO/OA | 107 |
| muxes | 77 |
| adders and majority gates | 7 |
repair_timing:
item                                    4_1_cts  5_1_grt
resized                                      53       43
endpoints found under the setup margin      100      102
pin swaps                                    19        9
gates cloned                                  6        0
buffers inserted                             19       11
Power is estimated from default activity; no workload was simulated.
